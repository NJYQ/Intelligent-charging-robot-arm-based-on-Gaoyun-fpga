### design/flow/config.mk
export PLATFORM = sky130hd
export DESIGN_NAME = rgb_to_ycbcr
export DESIGN_NICKNAME = rgb_to_ycbcr
export VERILOG_FILES = /design/flow/design.v
export SDC_FILE = /design/flow/constraint.sdc
export NUM_CORES = 4
export LEC_CHECK = 1
export CORE_UTILIZATION = 50
### design/flow/constraint.sdc
current_design rgb_to_ycbcr

set clk_period 10.4
set clk_io_pct 0.2

create_clock -name clk0 -period $clk_period [get_ports {clk}]

set non_clock_inputs [all_inputs -no_clocks]
set_input_delay [expr $clk_period * $clk_io_pct] -clock clk0 $non_clock_inputs
set_output_delay [expr $clk_period * $clk_io_pct] -clock clk0 [all_outputs]
### design/flow/design.v
parameter DATA_OUT_SHIFT_WIDTH = 16;
parameter MEM_DATA_WIDTH = 15;
parameter SIG_PORT_WIDTH = 14;
parameter CAPTURE_DATA = 1;
parameter TRIG_OUT_EN = 0;
parameter MAX_TRIG_LEVELS = 0;
parameter NUM_TRIG_PORTS = 1;
parameter STORAGE_DEPTH = 16384;
parameter TRIG_TYPE = 0;
parameter CAPTURE_TRIG_0 = 1;
parameter TRIG_PORT_WIDTH_0 = 1;
parameter CAPTURE_TRIG_1 = 1;
parameter TRIG_PORT_WIDTH_1 = 8;
parameter CAPTURE_TRIG_2 = 1;
parameter TRIG_PORT_WIDTH_2 = 8;
parameter CAPTURE_TRIG_3 = 1;
parameter TRIG_PORT_WIDTH_3 = 8;
parameter CAPTURE_TRIG_4 = 1;
parameter TRIG_PORT_WIDTH_4 = 8;
parameter CAPTURE_TRIG_5 = 1;
parameter TRIG_PORT_WIDTH_5 = 8;
parameter CAPTURE_TRIG_6 = 1;
parameter TRIG_PORT_WIDTH_6 = 8;
parameter CAPTURE_TRIG_7 = 1;
parameter TRIG_PORT_WIDTH_7 = 8;
parameter CAPTURE_TRIG_8 = 1;
parameter TRIG_PORT_WIDTH_8 = 8;
parameter CAPTURE_TRIG_9 = 1;
parameter TRIG_PORT_WIDTH_9 = 8;
parameter CAPTURE_TRIG_10 = 1;
parameter TRIG_PORT_WIDTH_10 = 8;
parameter CAPTURE_TRIG_11 = 1;
parameter TRIG_PORT_WIDTH_11 = 8;
parameter CAPTURE_TRIG_12 = 1;
parameter TRIG_PORT_WIDTH_12 = 8;
parameter CAPTURE_TRIG_13 = 1;
parameter TRIG_PORT_WIDTH_13 = 8;
parameter CAPTURE_TRIG_14 = 1;
parameter TRIG_PORT_WIDTH_14 = 8;
parameter CAPTURE_TRIG_15 = 1;
parameter TRIG_PORT_WIDTH_15 = 8;
parameter MATCH_EN_0 = 1;
parameter MATCH_CNT_WIDTH_0 = 0;
parameter MATCH_TYPE_0 = 3'b000;
parameter MATCHER_0 = 4'b0000;
parameter MATCH_EN_1 = 0;
parameter MATCH_CNT_WIDTH_1 = 8;
parameter MATCH_TYPE_1 = 3'b000;
parameter MATCHER_1 = 4'b0000;
parameter MATCH_EN_2 = 0;
parameter MATCH_CNT_WIDTH_2 = 8;
parameter MATCH_TYPE_2 = 3'b000;
parameter MATCHER_2 = 4'b0000;
parameter MATCH_EN_3 = 0;
parameter MATCH_CNT_WIDTH_3 = 8;
parameter MATCH_TYPE_3 = 3'b000;
parameter MATCHER_3 = 4'b0000;
parameter MATCH_EN_4 = 0;
parameter MATCH_CNT_WIDTH_4 = 8;
parameter MATCH_TYPE_4 = 3'b000;
parameter MATCHER_4 = 4'b0000;
parameter MATCH_EN_5 = 0;
parameter MATCH_CNT_WIDTH_5 = 8;
parameter MATCH_TYPE_5 = 3'b000;
parameter MATCHER_5 = 4'b0000;
parameter MATCH_EN_6 = 0;
parameter MATCH_CNT_WIDTH_6 = 8;
parameter MATCH_TYPE_6 = 3'b000;
parameter MATCHER_6 = 4'b0000;
parameter MATCH_EN_7 = 0;
parameter MATCH_CNT_WIDTH_7 = 8;
parameter MATCH_TYPE_7 = 3'b000;
parameter MATCHER_7 = 4'b0000;
parameter MATCH_EN_8 = 0;
parameter MATCH_CNT_WIDTH_8 = 8;
parameter MATCH_TYPE_8 = 3'b000;
parameter MATCHER_8 = 4'b0000;
parameter MATCH_EN_9 = 0;
parameter MATCH_CNT_WIDTH_9 = 8;
parameter MATCH_TYPE_9 = 3'b000;
parameter MATCHER_9 = 4'b0000;
parameter MATCH_EN_10 = 0;
parameter MATCH_CNT_WIDTH_10 = 8;
parameter MATCH_TYPE_10 = 3'b000;
parameter MATCHER_10 = 4'b0000;
parameter MATCH_EN_11 = 0;
parameter MATCH_CNT_WIDTH_11 = 8;
parameter MATCH_TYPE_11 = 3'b000;
parameter MATCHER_11 = 4'b0000;
parameter MATCH_EN_12 = 0;
parameter MATCH_CNT_WIDTH_12 = 8;
parameter MATCH_TYPE_12 = 3'b000;
parameter MATCHER_12 = 4'b0000;
parameter MATCH_EN_13 = 0;
parameter MATCH_CNT_WIDTH_13 = 8;
parameter MATCH_TYPE_13 = 3'b000;
parameter MATCHER_13 = 4'b0000;
parameter MATCH_EN_14 = 0;
parameter MATCH_CNT_WIDTH_14 = 8;
parameter MATCH_TYPE_14 = 3'b000;
parameter MATCHER_14 = 4'b0000;
parameter MATCH_EN_15 = 0;
parameter MATCH_CNT_WIDTH_15 = 8;
parameter MATCH_TYPE_15 = 3'b000;
parameter MATCHER_15 = 4'b0000;
parameter NUMBER_AOS = 1;
parameter DRAM_TYPE = "DDR3";
parameter nCK_PER_CLK = 4;
parameter tCK = 2500;
parameter REG_CTRL = "OFF";
parameter DQ_WIDTH = 16;
parameter DRAM_WIDTH = 16;
parameter ECC = "OFF";
parameter RANK_WIDTH = 1;
parameter BANK_WIDTH = 3;
parameter ROW_WIDTH = 14;
parameter COL_WIDTH = 10;
parameter tRP = 12500;
parameter tRRD = 7500;
parameter tRTP = 7500;
parameter tRCD = 12500;
parameter tRC = 55000;
parameter tRAS = 37500;
parameter tFAW = 40000;
parameter tWTR = 7500;
parameter tCKE = 75000;
parameter tREFI = 7800000;
parameter tRFC = 160000;
parameter tDLLK = 512;
parameter BURST_MODE = "8";
parameter BURST_TYPE = "SEQ";
parameter CL = 5;
parameter CWL = 5;
parameter AL = "0";
parameter SLOT_0_CONFIG = 8'b00000001;
parameter SLOT_1_CONFIG = 8'b00000000;
parameter RTT_NOM = "40";
parameter RTT_WR = "OFF";
parameter USER_REFRESH = "OFF";
parameter ADDR_CMD_MODE = "1T";
parameter OUTPUT_DRV = "LOW";
parameter WDEPTH = 4096;
parameter ASIZE = 12;
parameter WDSIZE = 16;
parameter RDEPTH = 4096;
parameter RASIZE = 12;
parameter RDSIZE = 16;
`timescale 1ns/1ps
module	rgb_to_ycbcr(
						input								clk,
						input				[7 : 0]		i_r_8b,
						input				[7 : 0]		i_g_8b,
						input				[7 : 0]		i_b_8b,
						input						      i_h_sync,
						input							   i_v_sync,
						input							   i_data_en,
						output			[7 : 0]		o_y_8b,
						output			[7 : 0]		o_cb_8b,
						output			[7 : 0]		o_cr_8b,
						output							o_h_sync,
						output							o_v_sync,                                                                                                  
						output						   o_data_en                                                                                                
						);
parameter	para_0183_10b = 10'd47;     
parameter	para_0614_10b = 10'd157;
parameter	para_0062_10b = 10'd16;
parameter	para_0101_10b = 10'd26;
parameter	para_0338_10b = 10'd86;
parameter	para_0439_10b = 10'd112;
parameter	para_0399_10b = 10'd102;
parameter	para_0040_10b = 10'd10;
parameter	para_16_18b = 18'd4096;
parameter	para_128_18b = 18'd32768;
wire				sign_cb;
wire				sign_cr;
reg[17: 0]	mult_r_for_y_18b;
reg[17: 0]	mult_r_for_cb_18b;
reg[17: 0]	mult_r_for_cr_18b;
reg[17: 0]	mult_g_for_y_18b;
reg[17: 0]	mult_g_for_cb_18b;
reg[17: 0]	mult_g_for_cr_18b;
reg[17: 0]	mult_b_for_y_18b;
reg[17: 0]	mult_b_for_cb_18b;
reg[17: 0]	mult_b_for_cr_18b;
reg[17: 0]	add_y_0_18b;
reg[17: 0]	add_cb_0_18b;
reg[17: 0]	add_cr_0_18b;
reg[17: 0]	add_y_1_18b;
reg[17: 0]	add_cb_1_18b;
reg[17: 0]	add_cr_1_18b;
reg[17: 0] 	result_y_18b;
reg[17: 0]	result_cb_18b;
reg[17: 0]	result_cr_18b;
reg[9:0] y_tmp;
reg[9:0] cb_tmp;
reg[9:0] cr_tmp;
reg					i_h_sync_delay_1;
reg					i_v_sync_delay_1;
reg					i_data_en_delay_1;
reg					i_h_sync_delay_2;
reg					i_v_sync_delay_2;
reg					i_data_en_delay_2;
reg					i_h_sync_delay_3;
reg					i_v_sync_delay_3;
reg					i_data_en_delay_3;
initial
begin
	mult_r_for_y_18b <= 18'd0;
	mult_r_for_cb_18b <= 18'd0;
	mult_r_for_cr_18b <= 18'd0;
	mult_g_for_y_18b <= 18'd0;
	mult_g_for_cb_18b <= 18'd0;
	mult_g_for_cr_18b <= 18'd0;
	mult_b_for_y_18b <= 18'd0;
	mult_g_for_cb_18b <= 18'd0;
	mult_b_for_cr_18b <= 18'd0;
	add_y_0_18b <= 18'd0;
	add_cb_0_18b <= 18'd0;
	add_cr_0_18b <= 18'd0;
	add_y_1_18b <= 18'd0;
	add_cb_1_18b <= 18'd0;
	add_cr_1_18b <= 18'd0;
	result_y_18b <= 18'd0;
	result_cb_18b <= 18'd0;
	result_cr_18b <= 18'd0;
	i_h_sync_delay_1 <= 1'd0;
	i_v_sync_delay_1 <= 1'd0;
	i_data_en_delay_1 <= 1'd0;
	i_h_sync_delay_2 <= 1'd0;
	i_v_sync_delay_2 <= 1'd0;
	i_data_en_delay_2 <= 1'd0;
end 
always @ (posedge	clk)
begin
	mult_r_for_y_18b <= i_r_8b * para_0183_10b;
	mult_r_for_cb_18b <= i_r_8b * para_0101_10b;
	mult_r_for_cr_18b <= i_r_8b * para_0439_10b;
end
always @ (posedge	clk)
begin
	mult_g_for_y_18b <= i_g_8b * para_0614_10b;
	mult_g_for_cb_18b <= i_g_8b * para_0338_10b;
	mult_g_for_cr_18b <= i_g_8b * para_0399_10b;
end
always @ (posedge	clk)
begin
	mult_b_for_y_18b <= i_b_8b * para_0062_10b;
	mult_b_for_cb_18b <= i_b_8b * para_0439_10b;
	mult_b_for_cr_18b <= i_b_8b * para_0040_10b;
end
always @ (posedge	clk)
begin
	add_y_0_18b <= mult_r_for_y_18b + mult_g_for_y_18b;
	add_y_1_18b <= mult_b_for_y_18b + para_16_18b;
	add_cb_0_18b <= mult_b_for_cb_18b + para_128_18b;
	add_cb_1_18b <= mult_r_for_cb_18b + mult_g_for_cb_18b;
	add_cr_0_18b <= mult_r_for_cr_18b + para_128_18b;
	add_cr_1_18b <= mult_g_for_cr_18b + mult_b_for_cr_18b;
end
assign	sign_cb = (add_cb_0_18b >= add_cb_1_18b);
assign	sign_cr = (add_cr_0_18b >= add_cr_1_18b);
always @ (posedge	clk)
begin
	result_y_18b <= add_y_0_18b + add_y_1_18b;
	result_cb_18b <= sign_cb ? (add_cb_0_18b - add_cb_1_18b) : 18'd0;
	result_cr_18b <= sign_cr ? (add_cr_0_18b - add_cr_1_18b) : 18'd0;
end
always @ (posedge	clk)
begin
	y_tmp <= result_y_18b[17:8] + {9'd0,result_y_18b[7]};
	cb_tmp <= result_cb_18b[17:8] + {9'd0,result_cb_18b[7]};
	cr_tmp <= result_cr_18b[17:8] + {9'd0,result_cr_18b[7]};
end
assign	o_y_8b 	= (y_tmp[9:8] == 2'b00) ? y_tmp[7 : 0] : 8'hFF;
assign	o_cb_8b 	= (cb_tmp[9:8] == 2'b00) ? cb_tmp[7 : 0] : 8'hFF;
assign	o_cr_8b 	= (cr_tmp[9:8] == 2'b00) ? cr_tmp[7 : 0] : 8'hFF;
always @ (posedge	clk)
begin
	i_h_sync_delay_1 <= i_h_sync;
	i_v_sync_delay_1 <= i_v_sync;
	i_data_en_delay_1 <= i_data_en;
	i_h_sync_delay_2 <= i_h_sync_delay_1;
	i_v_sync_delay_2 <= i_v_sync_delay_1;
	i_data_en_delay_2 <= i_data_en_delay_1;
	i_h_sync_delay_3 <= i_h_sync_delay_2;
	i_v_sync_delay_3 <= i_v_sync_delay_2;
	i_data_en_delay_3 <= i_data_en_delay_2;
end	
assign	o_h_sync = i_h_sync_delay_3;
assign	o_v_sync = i_v_sync_delay_3;
assign 	o_data_en = i_data_en_delay_3;
endmodule 
### design/flow/run.sh
#!/bin/bash
# OpenROAD 26Q1-2900-gdf79404cd8, Yosys 0.63+post, stock flow scripts
make -C /OpenROAD-flow-scripts/flow DESIGN_CONFIG=/design/flow/config.mk WORK_HOME=/design/flow/orfs finish
==> qor.json <==
{
  "synthDominantCellAreaShare": {"value": 35.6, "unit": "%"},
  "vdd_ir_drop_max": {"value": 0.153, "unit": "mV"},
  "dpl-instance-area": {"value": 14900, "unit": "sq um"},
  "critPathArrivalTime": {"value": 6320, "unit": "ps"},
  "outcome": {"value": "completed"},
  "floorplanUtilization": {"value": 51.3, "unit": "%"},
  "cp_max_fo": {"value": 9},
  "worstSkewPairLatency": {"value": 530, "unit": "ps"},
  "dr_total_vias": {"value": 8873},
  "globalRouteOverflowTotal": {"value": 0},
  "max_cap_violations": {"value": 0},
  "yosys.stat.seqShare": {"value": 35.6, "unit": "%"},
  "tritoncts": {"value": "built"},
  "achievable-frequency": {"value": 170, "unit": "MHz"},
  "grt_first_pass_wirelength": {"value": 41.5, "unit": "mm"},
  "vias_per_cell": {"value": 4.87},
  "postSynth.topFlopCell": {"value": "dfxtp_1"},
  "topCellsByArea": {"value": "dfxtp_1, ha_1, fa_1"},
  "enable_flop_cells": {"value": 0},
  "relSlewSlack": {"value": 57.0, "unit": "%"},
  "synth_flops": {"value": 247},
  "ys_cells": {"value": 1342},
  "dp_cells": {"value": 1771},
  "ctsHoldBuffers": {"value": 0},
  "post_drt_wl_per_cell": {"value": 13.5, "unit": "um"},
  "chip_area": {"value": 28500, "unit": "sq um"},
  "floorplan.core_area": {"value": 27100, "unit": "sq um"},
  "die-width": {"value": 169, "unit": "um"},
  "port-buffer-count": {"value": 54},
  "maximum_number_of_pins_on_one_net_before_global_route_repair": {"value": 14},
  "drive_above_1_share": {"value": 4.97, "unit": "%"},
  "totalWireLength": {"value": 24.5, "unit": "mm"},
  "clock_tree.htree_level_count": {"value": 1},
  "syn-instance-count": {"value": 1342},
  "final_period_minus_worst_setup_slack": {"value": 5870, "unit": "ps"},
  "cts_sinks": {"value": 247},
  "post_cts.repair.setup_buffers": {"value": 0},
  "cts-root-buf": {"value": "clkbuf_16"},
  "pin_count": {"value": 55},
  "cp-start-kind": {"value": "input port"},
  "setup_viol_count_final": {"value": 0},
  "finalHoldViolations": {"value": 0},
  "common_cells": {"value": "dfxtp_1, ha_1, inv_1"},
  "timing_worst_slew_pin_value": {"value": 636, "unit": "ps"},
  "layout.cells.non_filler": {"value": 1822},
  "yosysTopAreaCell": {"value": "dfxtp_1"},
  "syn-cell-area": {"value": 13900, "unit": "sq um"},
  "hpwl": {"value": 20.0, "unit": "mm"},
  "final_design_area_no_fill": {"value": 15800, "unit": "sq um"},
  "ff2ff_setup_slack": {"value": 7810, "unit": "ps"},
  "cts_inserted_buffers": {"value": 28},
  "synth_area_per_cell": {"value": 10.4, "unit": "sq um"},
  "cell_with_the_most_instances_after_synthesis": {"value": "dfxtp_1"},
  "criticalPathCategory": {"value": "input port to flip-flop"},
  "grt_pass1_vias": {"value": 8685},
  "reg2reg_depth": {"value": 10},
  "antenna_found_initial": {"value": 0},
  "die_height": {"value": 169, "unit": "um"},
  "hold_class": {"value": "flip-flop to flip-flop"},
  "area_growth_syn_to_layout": {"value": 14.0, "unit": "%"},
  "rsz0062_at_grt": {"value": "no"},
  "drt_pre_antenna_iters": {"value": 4},
  "postCtsResizedCells": {"value": 0},
  "critical_path.reg2reg.endpoint": {"value": "add_cr_1_18b[13]$_DFF_P_"},
  "end_point_of_the_most_critical_hold_path": {"value": "add_cb_0_18b[4]$_DFF_P_"},
  "worst_setup_hold_path_clk_slew": {"value": 70, "unit": "ps"},
  "period_used_share": {"value": 56.5, "unit": "%"},
  "rows": {"value": 60},
  "drv_slew": {"value": 0},
  "asyncSetResetFlopFracSynth": {"value": 0, "unit": "%"},
  "critPathCaptureType": {"value": "flip-flop"},
  "pwr_density_cell": {"value": 283, "unit": "nW/um^2"},
  "detail_route.iter0.violations": {"value": 326},
  "ant_nets": {"value": 0},
  "power.leakage": {"value": 7.63, "unit": "nW"},
  "hold_path_startpoint": {"value": "mult_b_for_cb_18b[4]$_DFF_P_"},
  "fin_setup_tns": {"value": 0, "unit": "ps"},
  "warning_count": {"value": 33},
  "critical_path.reg2reg.startpoint": {"value": "mult_g_for_y_18b[0]$_DFF_P_"},
  "required": {"value": 10850, "unit": "ps"},
  "hold_path_depth": {"value": 0},
  "synth_cell_type_count": {"value": 65},
  "synth_chip_area": {"value": 13900, "unit": "sq um"},
  "clock-skew-final": {"value": 19.9, "unit": "ps"},
  "yosys_warnings": {"value": 1},
  "place_congestion": {"value": 0.846},
  "fin_hold_ws": {"value": 317, "unit": "ps"},
  "cts_max_path_buffers": {"value": 3},
  "detail_route.drc_violations": {"value": 0},
  "grt.total_usage": {"value": 19.2, "unit": "%"}
}
-- report_power, final --
| group | switching [mW] | leakage [nW] | internal (mW) |
|---|---|---|---|
| logic | 1.08 | 5.10 | 0.971 |
| clock network | 0.374 | 0.448 | 0.589 |
| registers | 0.150 | 2.08 | 1.31 |
-- layout make-up --
cell class	instances	area [sq um]
Antenna cell	1	2.50
Clock buffer	40	807
Clock inverter	10	116
Fill cell	2265	11300
Inverter	215	807
Multi-Input combinational cell	883	8160
Sequential cell	247	4940
Tap cell	372	465
Timing Repair Buffer	54	541
-- layer usage --
metal	wire length, um	global-route usage [%]	vias to the layer above
li1	-	-	4685
met1	11900	28.3	4000
met2	11000	30.8	156
met3	1240	4.10	32
met4	420	3.00	0
met5	0	0	-
-- cells by family (layout without fill, tap and decap cells) --
group           Yosys count  count (layout)  synth area share, %
simple gates            219             219                 8.11
flops                   247             247                 35.6
buf+inv                 215             319                 5.80
fa+ha+maj               304             304                 31.0
compound gates          222             222                 11.1
mux                       1               1               0.0720
xor+xnor                132             132                 8.31
other cells               2               6               0.0540
-- worst max-delay path: stages --
cell,delay [ps]
clkdlybuf4s50_1,730
inv_1,130
fa_1,550
inv_1,40
ha_1,260
inv_1,50
fa_1,510
fa_1,540
inv_1,40
ha_1,350
inv_1,80
o21bai_1,100
a2111oi_2,410
o31ai_1,120
a21oi_1,180
xnor2_1,140
-- through the flow --
stage	setup slack (ps)	util [%]	power, mW
finish	4530	58.5	4.48
CTS	4530	58.5	4.54
global route	4290	58.5	4.89
floorplan	4950	-	3.03
global placement	4040	55.1	3.54
detailed placement	3980	55.1	3.55
-- worst max path at each step --
stage / from / end / slack, ps / depth (start not counted)
CTS: i_g_8b[4] / mult_g_for_y_18b[14]$_DFF_P_ / 4530 / 16
global route: i_g_8b[4] / mult_g_for_y_18b[14]$_DFF_P_ / 4290 / 16
finish: i_g_8b[4] / mult_g_for_y_18b[14]$_DFF_P_ / 4530 / 16
-- layout by cell type (no fill, tap or decap), types with 3 or more instances in the layout --
cell type	instances
o21a_1	15
or3_1	25
conb_1	5
a21boi_0	4
nor4b_1	3
or4_1	3
inv_1	215
o31ai_1	6
o211ai_1	4
a21oi_2	3
xor2_1	31
nor2_1	61
xnor2_1	101
or2_2	5
clkbuf_8	4
inv_6	3
clkbuf_16	29
dfxtp_1	247
nor2b_1	17
a211o_1	3
nand2_1	30
o21ai_0	35
ha_1	237
a2111oi_2	5
nand3_1	29
clkinv_2	3
a21oi_1	75
o21bai_1	9
a31oi_1	3
a21o_1	29
nor3_1	10
clkbuf_1	7
and3_1	12
o221ai_2	3
nand2b_1	9
fa_1	67
clkdlybuf4s50_1	54
nand4_1	4
-- state kept, by name, summed over array words and instances (netlist names), 9 cells and up --
name	cells
cr_tmp	10
result_cr_18b	11
mult_g_for_cb_18b	11
y_tmp	10
mult_r_for_y_18b	14
add_cb_0_18b	12
add_y_0_18b	14
cb_tmp	10
add_cr_0_18b	11
mult_g_for_y_18b	16
mult_r_for_cb_18b	11
add_cb_1_18b	14
mult_g_for_cr_18b	13
mult_b_for_cb_18b	11
add_cr_1_18b	15
mult_b_for_cr_18b	9
result_y_18b	11
result_cb_18b	11
Power and IR drop assume default switching activity.
